File: /design/flow/run.sh
#!/bin/bash
# OpenROAD 26Q1-2900-gdf79404cd8, Yosys 0.63+post, stock flow scripts
make -C /OpenROAD-flow-scripts/flow DESIGN_CONFIG=/design/flow/config.mk WORK_HOME=/design/flow/orfs finish
File: /design/flow/config.mk
export PLATFORM = sky130hd
export DESIGN_NAME = counter
export DESIGN_NICKNAME = counter
export VERILOG_FILES = /design/flow/design.v
export SDC_FILE = /design/flow/constraint.sdc
export NUM_CORES = 4
export LEC_CHECK = 1
export CORE_AREA = 10 10 76 76
export DIE_AREA = 0 0 86 86
File: /design/flow/constraint.sdc
current_design counter

set clk_period 1.2
set clk_io_pct 0.2

create_clock -name clk0 -period $clk_period [get_ports {clk}]

set non_clock_inputs [all_inputs -no_clocks]
set_input_delay [expr $clk_period * $clk_io_pct] -clock clk0 $non_clock_inputs
set_output_delay [expr $clk_period * $clk_io_pct] -clock clk0 [all_outputs]
File: /design/flow/design.v
module counter(q, clk, reset);
input clk, reset;
output [1:0]q;
wire q0;
wire new_clk;
clock_reduce c0(new_clk, clk, reset);
T_FF t0(q[0],1'b1,new_clk,reset);
T_FF t1(q[1],q[0],new_clk,reset);
endmodule
module clock_reduce(new_clk, clk, reset);
input clk, reset;
wire [18:0]counters;
output new_clk;
T_FF t0(counters[0], 1'b1,clk,reset);
T_FF t1(counters[1], 1'b1,counters[0],reset);
T_FF t2(counters[2], 1'b1,counters[1],reset);
T_FF t3(counters[3], 1'b1,counters[2],reset);
T_FF t4(counters[4], 1'b1,counters[3],reset);
T_FF t5(counters[5], 1'b1,counters[4],reset);
T_FF t6(counters[6], 1'b1,counters[5],reset);
T_FF t7(counters[7], 1'b1,counters[6],reset);
T_FF t8(counters[8], 1'b1,counters[7],reset);
T_FF t9(counters[9], 1'b1,counters[8],reset);
T_FF t10(counters[10], 1'b1,counters[9],reset);
T_FF t11(counters[11], 1'b1,counters[10],reset);
T_FF t12(counters[12], 1'b1,counters[11],reset);
T_FF t13(counters[13], 1'b1,counters[12],reset);
T_FF t14(counters[14], 1'b1,counters[13],reset);
T_FF t15(counters[15], 1'b1,counters[14],reset);
T_FF t16(counters[16], 1'b1,counters[15],reset);
T_FF t17(counters[17], 1'b1,counters[16],reset);
T_FF t18(counters[18], 1'b1,counters[17],reset);
T_FF t19(new_clk, 1'b1, counters[18], reset);
endmodule
module D_FF(q,d,clk,reset);
output q;
input d,clk,reset;
reg q;
always @ (posedge reset or negedge clk)
if(reset)
q <= 1'b0;
else
q <= d;
endmodule
module T_FF(q,t,clk,reset);
output q;
input t, clk, reset;
wire d;
xor x1(d,q,t);
D_FF d1(q,d,clk,reset);
endmodule
==> run_results.csv <==
group,metric,value,unit
outcome,status,"finished, final reports clean",
grt,grt_use_met1,2.61,%
worst_setup_path,worstSetupStartpointType,"input pin",
power,vdd.ir_drop.worst,0.0659,mV
grt,grt_pass1_wl,1110,um
worst_setup_path,crit_path_max_fanout,2,
worst_setup_path,critical_path.n_buffers_inverters,2,
detailed_routing,drtPass1Iterations,3,
final_layout,combGateArea,8.76,sq um
detailed_routing,detail_route.wl_per_cell,5.72,um
synth,synth_flop_count,22,
synth,postSynthCellCount,47,
detailed_routing,routed_vias_inst,2.41,
final_layout,area_growth_syn_to_layout,13.0,%
synth,top_area_share,83.8,%
detailed_routing,dr_total_vias,239,
detailed_routing,detailedRoute.firstIterationViolations,3,
synth,synth-async-reset-ratio,100,%
timing,rsz_0062_raised_after_global_routing,"false",
final_layout,sequential_cell_area,551,sq um
timing,unconstrained_endpoints,23,
detailed_routing,num_antenna_cells,0,
die,core_area,4120,sq um
clock_tree,hold_buffers,0,
synth,ys_types,4,
timing,report.final.setup_viol,0,
clock_tree,clkLatencyLatePin,0,ns
grt,gr-usage-met3,0.572,%
power,pwr_density_cell,71.2,nW/um^2
synth,syn_area,657,sq um
final_layout,layout_cells_sized_above_1,2.04,%
grt,track_usage,1.71,%
worst_setup_path,timing.critical_path.slowest_stage_cell,"clkdlybuf4s50_1",
synth,synthesis.yosys.warnings,1,
timing,final-hold-violation-count,0,
grt,antenna_found_initial,0,
synth,ranking_of_synthesized_cells_by_area,"dfrtn_1, inv_1, buf_4, xor2_1",
grt,use_met2,2.43,%
placement,post-dp-hpwl,510,um
die,chip_area,7400,sq um
timing,fin_skew,0,ns
worst_setup_path,cp_data_arrival_time,0.71,ns
grt,first_global_vias,231,
run,stage_log_warnings,28,
detailed_routing,route.antenna.remaining_nets,0,
timing,slew_headroom,83.7,%
detailed_routing,finalWirelength,566,um
worst_setup_path,cp-end-kind,"async pin",
synth,synth_stat.cells,47,
synth,ys_seq_share,83.8,%
power,leakage,0.364,nW
timing,hold_ws,0.301,ns
placement,quantity_of_i_o_buffers_inserted_on_ports,3,
placement,place.gp.congestion,0.738,
die,fp-utilization,16.0,%
synth,enable_flop_cells,0,
final_layout,nFillCells,437,
timing,fin_tns_setup,0,ns
min_path,worst_hold_path_type,"flop to flop",
worst_setup_path,critPathTopFamily,"buffers and inverters",
timing,count_of_unclocked_register_or_latch_pins,21,
die,die.size.y,86,um
grt,grt_start_max_net_pins,22,
synth,synth-area-yosys,657,sq um
power,post-layout-total-power,52.8,uW
detailed_routing,drc_errors,0,
worst_setup_path,crit_chain,"clkdlybuf4s50_1 -> inv_1",
clock_tree,cts.clk_slew.worst_paths,0,ns
worst_setup_path,worst-endpoint-required,0.89,ns
clock_tree,cts.repair_timing.setup_buffer_count,0,
run,drv_cap,0,
clock_tree,cts_repair_resize_count,0,
grt,grt_overflow_total,0,
grt,grt-busiest-layer,"met1",
die,floorplan.rows,23,
timing,tightest_slew,0.244,ns
synth,dominantRegCellSynth,"dfrtn_1",
synth,post_synth.cell_area_avg,14.0,sq um
die,boundaryPins,4,
synth,ys_top_cells_by_count,"dfrtn_1, inv_1, buf_4",
synth,top_area_cell,"dfrtn_1",
worst_setup_path,critPathMaxStageDelay,0.40,ns
worst_setup_path,criticalPathCategory,"input pin to async pin",
die,die_w,86,um
timing,timing.final.max_slew_violations,0,
-- worst paths after layout --
check,start,endpoint,slack [ns],cells past startpoint
max,reset,c0.t0.d1.q,0.17,2
min,c0.t0.d1.q,c0.t0.d1.q,0.30,1
max reg2reg,c0.t0.d1.q,c0.t0.d1.q,0.63,1
min reg2reg,c0.t0.d1.q,c0.t0.d1.q,0.30,1
max in group clk0,c0.t0.d1.q,c0.t0.d1.q,0.63,1
min in group asynchronous,reset,c0.t0.d1.q,0.89,2
-- where the power goes --
| group | switching, mW | total (mW) | internal, mW |
|---|---|---|---|
| clock | 0 | 0 | 0 |
| combinational | 0.0132 | 0.0185 | 0.00523 |
| sequential | 0 | 0.0344 | 0.0344 |
| total | 0.0132 | 0.0528 | 0.0396 |
-- cells by family (layout without fill, tap and decap cells) --
kind of cell / count (synthesis) / count (layout) / synth area share (%)
XOR/XNOR: 1 / 1 / 1.33
buffers and inverters: 24 / 26 / 14.9
flip-flops: 22 / 22 / 83.8
-- cells in the final DEF, fill, tap and decap left out --
cell type	n
xor2_1	1
inv_1	22
dfrtn_1	22
buf_4	1
clkdlybuf4s50_1	3
-- layout make-up --
class / instances / area share, %
Inverter: 22 / 11.1
Multi-Input combinational cell: 1 / 1.18
Sequential cell: 22 / 74.2
Tap cell: 50 / 8.43
Timing Repair Buffer: 4 / 5.06
-- per-layer routing --
metal  share of wire (%)  vias to the layer above
met5                   0                        -
met4                   0                        0
met3                 8.3                        0
met2                  35                        3
met1                  56                      114
li1                    -                      122
-- stage by stage --
step | std cells | area [sq um] | util, % | setup WS (ns)
after global routing | 99 | 742 | 18.0 | 0.130
after CTS | 99 | 742 | 18.0 | 0.165
after floorplan | 47 | 657 | - | 0.0346
after detailed placement | 99 | 742 | 18.0 | 0.172
final | 99 | 742 | 18.0 | 0.175
after global placement | 99 | 742 | 18.0 | 0.179
Power is estimated from default activity; no workload was simulated.
