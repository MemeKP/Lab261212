==> flow/design.v <==
module SegmentSeven (
    sw,
    seg
);
input [3:0] sw;
output [6:0] seg;
reg [6:0] seg;
always @(sw) begin
        case (sw)
            4'b0000: seg = 7'b1000000;  
            4'b0001: seg = 7'b1111001;  
            4'b0010: seg = 7'b0100100;  
            4'b0011: seg = 7'b0110000;  
            4'b0100: seg = 7'b0011001;  
            4'b0101: seg = 7'b0010010;  
            4'b0110: seg = 7'b0000010;  
            4'b0111: seg = 7'b1111000;  
            4'b1000: seg = 7'b0000000;  
            4'b1001: seg = 7'b0010000;  
            default: seg = 7'b1111111;  
        endcase
    end
endmodule
==> flow/run.sh <==
#!/bin/bash
# OpenROAD 26Q1-2900-gdf79404cd8, Yosys 0.63+post, stock flow scripts
make -C /OpenROAD-flow-scripts/flow DESIGN_CONFIG=/design/flow/config.mk WORK_HOME=/design/flow/orfs finish
==> flow/config.mk <==
export PLATFORM = sky130hd
export DESIGN_NAME = SegmentSeven
export DESIGN_NICKNAME = SegmentSeven
export VERILOG_FILES = /design/flow/design.v
export SDC_FILE = /design/flow/constraint.sdc
export NUM_CORES = 4
export LEC_CHECK = 1
export CORE_AREA = 10 10 70 70
export DIE_AREA = 0 0 80 80
==> flow/constraint.sdc <==
current_design SegmentSeven

set clk_period 1.2
set clk_io_pct 0.2

create_clock -name clk0 -period $clk_period

set non_clock_inputs [all_inputs -no_clocks]
set_input_delay [expr $clk_period * $clk_io_pct] -clock clk0 $non_clock_inputs
set_output_delay [expr $clk_period * $clk_io_pct] -clock clk0 [all_outputs]
==> run notes <==
The layout was made with Yosys and OpenROAD.

The flow ran to the end, but the final reports show violations. The final reports fail on setup timing. For the worst setup path, the data arrival time is 1.14 ns. At the pin with the least slew margin, the transition time is 0.197 ns.

The static leakage is 0.191 nW. The final tally of max-slew violations is 0. Note, the detailed placer reported a final HPWL of 567 µm. The cell count after synthesis came out at 33. The final routed DRC violation total is 0. The adder and majority gate portion of the synthesized area is 29.8%.

Per the OpenROAD floorplan log, the area of the core is 3420 µm². Summed over all layers, the global routing overflow is 0. The finished layout reports a core utilization of 13.4%.

The number of unique standard cell types used by synthesis is 13. The effective utilization at floorplan is 6.15%. The share of the Yosys chip area taken by registers is 0%.

The biggest area contributor in the post-synthesis netlist is ha_1. The die extent in x is 80 µm. Timing would allow up to 0.722 GHz. Of the total synthesized cell area, the portion taken by AND, OR, NAND and NOR gates is 31.0%.

The via count of the first global-routing pass was 243. The synthesis-to-layout area growth is 118%. In the hold timing report, the worst path depth is 4. The final instance area is 459 µm². The proportion of layout cells with a drive suffix above 1 is 54.0%. The critical path in this run is classified as in2out.

The number of sequential cells in the layout is 0. Across all setup checks in the final design, the least slack found is -0.185 ns. The category of the worst setup path launch point is an input port.

After the first detailed-routing iteration, the DRC count stood at 11. The mean area per synthesized cell is 6.37 µm². The initial antenna violation count is 0. The number of logic stages on the critical path including buffering is 7. The report lists the power per cell area as 282 nW/µm². The buffer_ports step reported a buffer count of 11.

Of the post-synthesis cell area, the part taken by muxes is 0%. Per the detail_route report, the via count comes to 263. The row count is 21. Per the STA report, the cell with the highest stage delay on the worst path is or2_1. The total routing resource utilization after global routing is 2.22%. Traced cell by cell, the critical path runs through buf_6, ha_4, or2_1, a21oi_2, buf_4, a31oi_1, buf_2.

11 I/O pins were placed. The first global-routing pass estimated 1190 µm of wire. Using the TritonRoute via totals, the vias-per-cell ratio works out to 2.74. The final critical-path required period is 1.38 ns. Among cell families on the critical path, the largest total delay comes from buffers and inverters. Per the synthesis report, the XOR/XNOR share of the synthesized area is 0%. Yosys attributes the largest share of cell area to ha_1 (30%), o21ai_0 (14%), nand2b_1 (12%).

The synthesis run identifies the leading combinational cell family as simple AND/OR/NAND/NOR gates. The final weighted congestion of routability-driven global placement is 0.760. The aggregate routed wire length is 723 µm. The largest net degree at the start of global routing is 11. By instance count after routing, the leading logic cell types are buf_2 (6), buf_4 (6), nor2_1 (4). The number of buffer and inverter stages on the critical path is 3.

The detailed-router iteration count before antenna repair is 4. The final routed wire length divided by cell count is 7.53 µm. The area fraction in compound gates is 26.2%. The placed instances occupy a cell area of 392 µm².

Hold repair after CTS inserted 0 buffers. The combinational cell area excluding buffers and inverters is 234 µm². Setup repair after global routing could not meet its margin everywhere. The final hold slack is 0.874 ns. In the Yosys report the total cell count is 33. The warning total across the stage logs is 38. Checking hold timing, the worst path is listed with class in2out.

Counting the warning lines in the Yosys log gives 1. After floorplanning, the die was sized to cover 6400 µm². Max fanout on the critical path was recorded as 4. The final antenna diode count is 0. Nets still carrying antenna violations after routing amount to 0.

The sequential cells in the finished layout cover a total of 0 µm². The setup-violating endpoint count in the final report is 6. The layout has 393 filler cells. The worst hold path begins at sw[3]. The launch point of the critical path was reported as sw[0].

The final timing summary puts the cycle share of the worst path at 115%. The maximum cell stage delay along the critical path is 0.22 ns. The number of maximum-capacitance violations recorded for the run is 0. The area of the mapped netlist is 210 µm².

The total count of hold-check failures in the final report is 0. The total design power is 0.130 mW. The number of clock buffer instances in the layout is 0. The required time reported for the critical path endpoint is 0.96 ns.

The kind of end point of the critical path is an output pin. Measured against its own limit, the worst slew margin works out to 86.7%. The worst supply voltage drop on vdd is 44.2 µV.

After synthesis, the largest area contributor takes up 29.8% of total cell area. From bottom edge to top edge, the die measures 80 µm. The summed standard-cell area reported by yosys is 210 µm².
kinds of logic (layout without fill, tap and decap cells):
kind of cell / Yosys count / in the layout
AND-OR/OR-AND: 10 / 10
buffers and inverters: 5 / 22
adder cells (fa/ha/maj): 5 / 5
AND/OR/NAND/NOR: 13 / 13
metrics by stage:
step | setup TNS, ns | setup slack, ns | cells
final | -0.556 | -0.185 | 96
after detailed placement | -6.11 | -0.951 | 92
after floorplan | 0 | 0.118 | 33
after CTS | -0.902 | -0.209 | 94
after global routing | -1.08 | -0.257 | 96
after global placement | -6.16 | -0.943 | 92
final timing paths:
path | endpoint | slack (ns)
setup / recovery | seg[3] | -0.18
hold / removal | seg[2] | 0.87
metal layers:
layer	vias up	GRT usage, %	routed length [µm]
li1	141	-	-
met5	-	0	0
met3	0	0.341	45
met4	0	0	0
met2	6	3.61	341
met1	116	3.16	336
power by group:
part	switching, mW	total, mW	internal (mW)
clock network	0	0	0
registers	0	0	0
logic	0.0559	0.130	0.0736
total	0.0559	0.130	0.0736
repair_timing:
action	in CTS	in global routing
gates cloned	0	0
endpoints found under the setup margin	7	7
setup buffers	2	2
resized	43	15
pin swaps	9	4
synth_stat cells:
library cell,count
o21ai_0,6
buf_6,1
ha_1,5
inv_1,3
nand2_1,2
a31oi_1,1
or2b_1,1
nand2b_1,4
nor2_1,5
buf_2,1
a21oi_1,2
or2_1,1
a21oi_2,1
worst min-delay path, cell delays in order:
cell and delay (ns):
buf_2 0.14, o21ai_0 0.10, o21ai_2 0.06, clkbuf_2 0.09
layout make-up:
| type | instances | share of cell area (%) |
|---|---|---|
| multi-input cells | 28 | 51.0 |
| inverters | 3 | 4.09 |
| well taps | 46 | 12.5 |
| repair buffers | 19 | 32.4 |
Power figures rest on the tool's default switching activity, not on a simulated workload.
